===== ./design.v =====
`timescale 1ns / 1ps
module PC_pip #(parameter WL=32, WL2=32)(
    input CLK,RST,EN,jump,
    output reg [WL-1:0] PC_out,
    input  [WL-1:0] a 
    );
    reg [WL-1:0] PC_reg [WL2-1:0];   
    integer i;
   initial begin
    for (i=0; i < 32 ; i =i+1)
    PC_reg[i] = i; 
    end
    always @(posedge CLK) begin
   if(RST)      
   PC_out = PC_reg[0];
   else if(!EN)    
    PC_out = PC_reg[a];
    end
endmodule

===== ./run.sh =====
#!/bin/bash
# OpenROAD 26Q1-2900-gdf79404cd8, Yosys 0.63+post, stock flow scripts
make -C /OpenROAD-flow-scripts/flow DESIGN_CONFIG=/design/flow/config.mk WORK_HOME=/design/flow/orfs finish

===== ./config.mk =====
export PLATFORM = sky130hd
export DESIGN_NAME = PC_pip
export DESIGN_NICKNAME = PC_pip
export VERILOG_FILES = /design/flow/design.v
export SDC_FILE = /design/flow/constraint.sdc
export NUM_CORES = 4
export LEC_CHECK = 1
export CORE_AREA = 10 10 70 70
export DIE_AREA = 0 0 80 80

===== ./constraint.sdc =====
current_design PC_pip

set clk_period 1.0
set clk_io_pct 0.2

create_clock -name clk0 -period $clk_period [get_ports {CLK}]

set non_clock_inputs [all_inputs -no_clocks]
set_input_delay [expr $clk_period * $clk_io_pct] -clock clk0 $non_clock_inputs
set_output_delay [expr $clk_period * $clk_io_pct] -clock clk0 [all_outputs]

==> metrics.csv <==
stage;metric;value;unit
cts;Clk pin slew, worst setup/hold paths;40;ps
yosys;mean post-synth cell area;10.1;sq um
yosys;Yosys warnings;1;
outcome;status;finished, final reports clean;
yosys;Mapped Area;394;sq um
worst_hold_path;worst hold endpoint;PC_out[4];
final_layout;max reg flops;5;
setup_path;CP max stage delay;470;ps
cts;CTS tree;done;
run;OpenROAD warning count;53;
cts;Clock H-tree levels;1;
global_routing;grt total ovfl;0;
run;number of max-cap violations;0;
place;dpl hpwl;812;microns
setup_path;Required @ worst endpoint;920;ps
yosys;yosys stat chip area;394;sq um
final_layout;Top Layout Cells;conb_1 (27), clkdlybuf4s50_1 (7), edfxtp_1 (5), nor2b_1 (5), clkbuf_2 (4);
pwr;Comb pwr share;0.117;
final_timing;FMAX;1030;MHz
floorplan;die area;0.00640;sq mm
floorplan;IO Pins;68;
yosys;Yosys reg bits;5;
place;Placed Instance Area;474;sq um
pwr;Pwr Density;1150;mW/mm^2
yosys;Distinct cells, synth;5;
final_layout;most instantiated logic cell after routing;conb_1;
floorplan;Core Area;0.00342;sq mm
pwr;P_leak;0.222;nW
global_routing;largest net degree at the start of global routing;6;
final_timing;Pins Over Slew Limit;0;
worst_hold_path;Hold Startpoint;a[4];
setup_path;CP max FO;5;
final_layout;layout cells sized above 1;0.164;
setup_path;Worst Setup Path Type;in2reg;
cts;CTS Buf Count;3;
setup_path;Crit. path cell count;2;
floorplan;Init Core Util;0.115;
global_routing;total track usage;0.0226;
final_layout;Syn-to-layout area delta;20.6;%
yosys;Syn Inst Count;39;
cts;CTS resizes;11;
drt;total wire length;883;microns
setup_path;Worst setup SP type;primary input;
floorplan;die span in y;80;microns
cts;Setup Fix Bufs, Post-CTS;0;
setup_path;Crit-path slowest cell;clkdlybuf4s50_1;
pwr;Pwr Total;0.548;mW
pwr;Pint;0.446;mW
worst_hold_path;Hold Path Class;in2reg;
setup_path;sequence of cells on the critical path;clkdlybuf4s50_1 -> nand2b_1;
drt;n_diodes;0;
pwr;Net Sw Power;0.101;mW
final_timing;Min Clock Period, post-route;969;ps
final_layout;Design Area, Final;475;sq um
drt;DR vias/cell;2.10;
cts;hold_buf cts;0;
floorplan;width of the die;80;microns
drt;average wire per standard cell;8.74;microns
place;IO Port Bufs;12;
drt;# DRC;0;
drt;antenna-violating nets left;0;
setup_path;Critical Path AT;890;ps
yosys;ys cells;39;
final_timing;hold slack final;634;ps
final_timing;Final setup viols;0;
drt;vias;212;
global_routing;first-pass GRT wire length;1150;microns
drt;initial DRC count;2;
worst_hold_path;Hold Crit Depth;2;
pwr;Max IR drop VDD;0.174;mV
floorplan;num rows;21;
final_timing;setup tns final;0;ps
final_timing;crit share post-route;0.969;
pwr;sequential power share;0.469;
cts;Longest Clk Path Bufs;2;
cts;clk sinks;5;
drt;First-pass DRT Iterations;2;
final_timing;Hold Vio Cnt, Final;0;
setup_path;WP buf/inv;1;
global_routing;initial antenna violation count;0;
setup_path;Crit. End Element;register;
global_routing;vias in the first global route;282;
pwr;clock share of power;0.414;
final_layout;Finished Core Util;0.139;
place;gpl congestion;0.656;
cts;Clk Tree Root Cell;clkbuf_4;
final_timing;RSZ-0062 raised after global routing;false;
yosys;sequential share of the synthesized area;0.381;
setup_path;cell family with most CP delay;buffers and inverters;
pwr;Sw Ratio;0.185;
[cells by family after synthesis]
kind of cell           count (synthesis)  synth area share
buffers and inverters                 27             0.514
AND/OR/NAND/NOR                        6            0.0952
flip-flops                             5             0.381
other                                  1           0.00951
[power groups by stage]
stage                 clock, mW  combinational, mW  sequential (mW)
after global routing      0.252             0.0771            0.260
final                     0.227             0.0640            0.257
after CTS                 0.240             0.0769            0.258
[cell usage after synthesis]
library cell / count / area share
buf_4: 27 / 0.51
nand2b_1: 1 / 0.016
nor2b_1: 5 / 0.079
conb_1: 1 / 0.0095
edfxtp_1: 5 / 0.38
[how the worst max path moves through the flow]
| stage | startpoint | end | slack, ps |
|---|---|---|---|
| after CTS | PC_out[1] | PC_out[1] | 0.8 |
| after global routing | RST | PC_out[1] | 20 |
| final | RST | PC_out[0] | 30 |
[layout make-up]
type                    instances  area [sq um]
fillers                       401          2940
well taps                      46          57.6
multi-input cells              33           139
clock buffers                   4          26.3
flip-flops and latches          5           150
repair buffers                 13           103
[through the flow]
stage	instances	setup WS, ps
2_1_floorplan	65	309
3_3_place_gp	97	-205
3_5_place_dp	97	-222
4_1_cts	101	0.798
5_1_grt	101	17.0
6_report	101	31.0
[per-layer routing]
metal / wire length [microns] / track usage
met4: 21 / 0.0141
met1: 292 / 0.0183
met3: 52 / 0.00455
met5: 0 / 0
met2: 517 / 0.0465
Power figures rest on the tool's default switching activity, not on a simulated workload.
