$ cat /design/flow/config.mk
export PLATFORM = sky130hd
export DESIGN_NAME = DM_RAM
export DESIGN_NICKNAME = DM_RAM
export VERILOG_FILES = /design/flow/design.v
export SDC_FILE = /design/flow/constraint.sdc
export NUM_CORES = 4
export LEC_CHECK = 1
export CORE_UTILIZATION = 40
$ cat /design/flow/run.sh
#!/bin/bash
# OpenROAD 26Q1-2900-gdf79404cd8, Yosys 0.63+post, stock flow scripts
make -C /OpenROAD-flow-scripts/flow DESIGN_CONFIG=/design/flow/config.mk WORK_HOME=/design/flow/orfs finish
$ cat /design/flow/design.v
`timescale 1ns / 1ps
module DM_RAM #(parameter AWL=32, DWL =32)(
    input CLK,WR,
    input [AWL-1:0] addr ,
    input [DWL-1:0] Din,
    output [DWL-1:0] Dout
    );
 reg [DWL-1:0] memory [AWL-1:0];     
    initial begin 
  memory[15]= 17;
  memory[16]= 31;
  memory[17]= -5;
  memory[18]= -2;
  memory[19]= 250;
   end
    always @(posedge CLK) begin
    if (WR) begin
    memory [addr] <= Din;
    end
    end
    assign Dout = memory[addr];   
endmodule
$ cat /design/flow/constraint.sdc
current_design DM_RAM

set clk_period 5.5
set clk_io_pct 0.2

create_clock -name clk0 -period $clk_period [get_ports {CLK}]

set non_clock_inputs [all_inputs -no_clocks]
set_input_delay [expr $clk_period * $clk_io_pct] -clock clk0 $non_clock_inputs
set_output_delay [expr $clk_period * $clk_io_pct] -clock clk0 [all_outputs]
==> qor.yml <==
yosys:
  netlist_area_um2: 39100
  edf_count: 1024
  synth_chip_area_um2: 39100
  yosys_warnings: 1
  ys.flops: 1024
  top_area_cell: "edfxtp_1"
  ff_type: "edfxtp_1"
  top_cells_by_area: "edfxtp_1 79%, mux2i_1 13%, o22ai_1 4.1%"
  most_common_cell: "edfxtp_1"
  top_cells_by_count: "1024 x edfxtp_1, 512 x mux2i_1, 256 x o22ai_1, 81 x buf_2, 64 x nor4_1"
  ys_cells: 2075
  yosys.stat.seqShare: 0.786
  syn_avg_cell_area_um2: 18.8
  synthCells: 2075
  synth_top_area_share: 0.786
  yosysUniqueCellTypes: 22
  synthArstFlopShare: 0
routing:
  wl_um: 90000
  wl_met3_um: 14800
  firstDrtPassIters: 5
  antenna_cells: 0
  route.detailed.drc: 0
  wl_met2_um: 42500
  drtIter0Drc: 934
  wl_met1_um: 30400
  antenna_left: 0
  wl_per_cell_um: 24.8
  num_vias: 19800
  routed.top_layer: "met5"
  viasPerCell: 5.44
critical_path:
  worstPathArrival_ns: 4.09
  criticalPathCategory: "in2out"
  start_kind: "input pin"
  cp-end-kind: "output pin"
  required_ns: 4.40
  cp_max_fo: 32
cells_and_area:
  largest_reg_flops: 1024
  utilization: 0.473
  reg_top3: "memory (1024)"
  top_register: "memory"
  layout-drive-gt1-share: 0.146
  area_delta_synth_final_pct: 17.0
clocking:
  cts_tree: "done"
  root_buffer: "clkbuf_16"
  cts.sinks: 1024
  cts_htree_levels: 3
  hold_buffers: 0
  cts.path.max_buffers: 3
  postCtsSetupBuffers: 0
  path_clk_slew_ns: 0.06
  cts_resized: 0
  cts_inserted_buffers: 99
floorplan:
  fp_util: 0.404
  core_um2: 96700
  ios: 98
  die_x_um: 315
  die_y_um: 315
  chipArea_um2: 99000
  rows: 114
pwr:
  p_seq_frac: 0.541
  swShare: 0.202
  peakVddDrop_mv: 0.264
  power_frac_comb: 0.050
  power.internal_w: 0.0128
  p_sw_w: 0.00325
  clkPwrFrac: 0.409
  p_leak_nw: 15.7
  power_density_nw_per_um2: 352
run:
  warning_count: 53
  cap_violations: 0
global_route:
  grt_max_degree: 69
  grt_pass1_wl_um: 131000
  gr-total-overflow: 0
  grt_usage: 0.200
  first_global_vias: 21000
  antenna_found_initial: 1
final_timing:
  tightestPinTransition_ns: 1.02
  hold_viol: 0
  rsz0062_at_grt: "false"
  finalSetupViolCount: 0
  tns_ns: 0
  finalMaxSlewViolations: 0
  timing.final.crit_share: 0.943
  period_needed_ns: 5.19
  slew_headroom: 0.318
  clock.fmax_mhz: 193
run_status:
  status: "complete, no violations"
worst_hold_path:
  min_to: "memory[2][21]"
  holdPathStages: 2
  hold_class: "in2reg"
  holdCritStartpoint: "Din[21]"
placed_design:
  port_buffers: 70
  gp_congestion: 0.828
  hpwl_um: 50800
[how the worst max path moves through the flow]
| stage | startpoint | to | slack (ns) | cells after the start |
|---|---|---|---|---|
| finish | addr[4] | Dout[11] | 0.31 | 9 |
| global route | addr[2] | Dout[19] | 0.09 | 9 |
| CTS | addr[2] | Dout[19] | 0.30 | 9 |
[cells in the final DEF, fill, tap and decap left out, drive strengths merged]
| cell | instances |
|---|---|
| edfxtp | 1024 |
| mux2i | 512 |
| o22ai | 256 |
| buf | 155 |
| clkbuf | 121 |
| clkdlybuf4s50 | 69 |
| nor4 | 64 |
| clkinv | 48 |
| nand2 | 34 |
| nor2 | 29 |
| bufinv | 9 |
| nand4bb | 6 |
| nand3b | 4 |
| nor3 | 4 |
| nand4b | 4 |
| or4b | 4 |
| or3b | 3 |
| clkinvlp | 3 |
| inv | 3 |
| nand3 | 2 |
| or3 | 1 |
| nand4 | 1 |
| or4 | 1 |
[routing by layer]
layer / up-vias / global-route usage
met1: 9564 / 0.234
met4: 6 / 0.0408
met3: 133 / 0.155
met2: 1167 / 0.299
li1: 8887 / -
met5: - / 0.0102
[power by group through the flow]
stage	clock network [W]	registers [W]	logic (W)
final	0.00659	0.00870	0.000803
after global routing	0.00703	0.00870	0.000868
after CTS	0.00670	0.00870	0.000816
[final cells by class]
type,instances,area (µm²)
Sequential cell,1024,30700
Clock buffer,121,2620
Multi-Input combinational cell,925,7900
Fill cell,7747,51000
Tap cell,1276,1600
Clock inverter,63,579
Timing Repair Buffer,224,2290
[worst max-delay path, cell delays in order]
cell,delay (ns)
clkdlybuf4s50_1,0.86
buf_4,0.30
nand4bb_2,0.19
buf_12,0.27
o22ai_1,0.11
nor4_1,0.52
buf_4,0.20
nand2_1,0.08
clkdlybuf4s50_1,0.41
[per-stage QoR]
step	total power [W]	worst slack (ns)	instances	cell area (µm²)	hold WS, ns
final	0.0161	0.314	3633	45700	1.27
after global routing	0.0166	0.0932	3633	45700	1.26
after CTS	0.0162	0.305	3633	45700	1.24
after detailed placement	0.00968	0.336	3449	42500	1.94
after global placement	0.00966	0.313	3449	42500	1.93
after floorplan	0.00924	0.731	2075	39100	1.20
[cells by family after synthesis]
group,after synthesis,share of synthesized area
compound gates,256,0.0410
buf+inv,126,0.0185
flops,1024,0.786
mux,512,0.131
simple gates,157,0.0230
Power is estimated from default activity; no workload was simulated.
