File: ./design.v
`timescale 1ns / 1ps
module PC #(parameter WL=32, WL2=32)(
    input CLK,RST,EN,
    output reg [WL-1:0] PC_out,
    input  [WL-1:0] a 
    );
    reg [WL-1:0] PC_reg [WL2-1:0];   
    integer i;
   initial begin
    for (i=0; i < 32 ; i =i+1)
    PC_reg[i] = i; 
    end
    always @(posedge CLK) begin
   if(RST)      
   PC_out = PC_reg[0];
   else if(EN)             
    PC_out = PC_reg[a];
    end
endmodule
File: ./run.sh
#!/bin/bash
# OpenROAD 26Q1-2900-gdf79404cd8, Yosys 0.63+post, stock flow scripts
make -C /OpenROAD-flow-scripts/flow DESIGN_CONFIG=/design/flow/config.mk WORK_HOME=/design/flow/orfs finish
File: ./config.mk
export PLATFORM = sky130hd
export DESIGN_NAME = PC
export DESIGN_NICKNAME = PC
export VERILOG_FILES = /design/flow/design.v
export SDC_FILE = /design/flow/constraint.sdc
export NUM_CORES = 4
export LEC_CHECK = 1
export CORE_AREA = 10 10 70 70
export DIE_AREA = 0 0 80 80
File: ./constraint.sdc
current_design PC

set clk_period 1.4
set clk_io_pct 0.2

create_clock -name clk0 -period $clk_period [get_ports {CLK}]

set non_clock_inputs [all_inputs -no_clocks]
set_input_delay [expr $clk_period * $clk_io_pct] -clock clk0 $non_clock_inputs
set_output_delay [expr $clk_period * $clk_io_pct] -clock clk0 [all_outputs]
==> ci_impl_report.md <==
### Flow metrics

| Metric | Value |
|---|---|
| Status | complete, no violations |
| H-tree depth | 1 |
| Internal power | 0.332 mW |
| Tool Warnings | 52 |
| Antenna cell count | 0 |
| Vias | 215 |
| Wirelength per Cell | 8.13 µm |
| Mean Syn Cell Area | 10.4 µm² |
| Crit end category | output port |
| Critical Path Source Type | register |
| Clock power share | 40.5% |
| Design area | 505 µm² |
| DIE AREA | 6400 µm² |
| Detailed placement HPWL | 742 µm |
| Cells in synth_stat.txt | 39 |
| Total Routing Usage GR | 2.05% |
| Largest net degree at the start of global routing | 7 |
| Core area | 3420 µm² |
| Synth Warn # | 1 |
| Worst path cell trace | clkdlybuf4s50_1 |
| RSZ-0062 raised after global routing | no |
| Clock Pin Slew Worst Setup and Hold Paths | 0.04 ns |
| Maxcap violations | 0 |
| #FFs+latches synth | 5 |
| Hold Path End | PC_out[1]$_SDFFCE_PP0P_ |
| Sw frac | 17.8% |
| Longest Clk Path Bufs | 2 |
| Chip width | 80 µm |
| Wirelength, routed | 813 µm |
| Worst slack, placed | 0.0130 ns |
| Rows | 21 |
| Setup Total Neg Slack | 0 ns |
| Hold Crit Depth | 2 |
| Cell Count, Final, Fillers Out | 100 |
| Initial antenna violation count | 0 |
| GP Congestion | 0.739 |
| Buffers & Inverters on Critical Path | 1 |
| Hold Startpoint | a[1] |
| Core Util, Final | 14.8% |
| Final hold violation count | 0 |
| Fill count | 388 |
| Pwr dens | 800 nW/µm² |
| Final min period | 1.29 ns |
| Synth Cell Area | 407 µm² |
| Initial DRC count | 7 |
| Total Power | 0.404 mW |
| Cycle use final | 92.0% |
| CP arrival | 1.01 ns |
| Final setup violation count | 0 |
| Number of flip-flops in the largest register | 5 |
| Grt total ovfl | 0 |
| Leak Pwr | 0.229 nW |
| Drc violations | 0 |
| Layout cells sized above 1 | 14.8% |
| Area Growth Syn to Fin | 24.3% |
| Yosys stat area | 407 µm² |
| Worst hold slack | 0.712 ns |
| Global-route wire length before repair | 1080 µm |
| Vias in the first global route | 261 |
| Seq share, synth | 36.9% |
| Worst Slack Setup Final | 0.111 ns |
| Clk sinks | 5 |
| Floorplan Utilization | 11.9% |
| Placed cells | 96 |
| Syn Inst Count | 39 |
| WS Path Type | register to output port |
| Top Family by Delay on Critical Path | buffers and inverters |
| Antenna Nets Post-Route | 0 |
| Slew Viols, Final | 0 |
| IO buf count | 12 |
| Crit-path max FO | 1 |
| Distinct lib cells used | 5 |
| Fmax | 0.776 GHz |
| Critical Path Stages | 1 |
| HP Class | primary input to register |
| Hold buffer count at CTS | 0 |
| Post CTS Setup Buffer Count | 0 |
| VDD IR max | 0.000137 V |
| CTS tree | done |
| CP peak stage delay | 0.46 ns |
| Drt via density | 2.15 |
| Placed cell areas | 479 µm² |
| Cts bufs inserted | 3 |
| Flop pwr share | 45.4% |
| CTS Root Cell | clkbuf_4 |
| Die H | 80 µm |
| Slowest CP cell | clkdlybuf4s50_1 |
| Combinational Power Share | 14.1% |
| Sw Pwr | 0.0721 mW |
| 1st-pass router iterations | 2 |
| Io pins | 67 |
| Worst EP required | 1.12 ns |
| Post-CTS sizing | 0 |
[cells in the final DEF, fill, tap and decap left out]
| master | instances |
|---|---|
| conb_1 | 27 |
| clkdlybuf4s50_1 | 12 |
| edfxtp_1 | 5 |
| and2b_2 | 5 |
| clkbuf_4 | 3 |
| or2_1 | 1 |
| clkbuf_1 | 1 |
[metal layers]
| layer | global-route usage [%] | vias to the layer above | routed length [µm] |
|---|---|---|---|
| met5 | 0 | - | 0 |
| met4 | 1.41 | 0 | 44 |
| met3 | 0.909 | 5 | 105 |
| li1 | - | 96 | - |
| met1 | 2.17 | 87 | 295 |
| met2 | 3.21 | 27 | 368 |
[power by group through the flow]
stage	logic, mW	clock network (mW)	registers, mW
CTS	0.0611	0.168	0.184
global route	0.0666	0.182	0.185
finish	0.0572	0.164	0.183
[synthesized netlist by cell type]
cell type	n	area [µm²]
edfxtp_1	5	150
and2b_2	5	43.8
buf_4	27	203
or2_1	1	6.26
conb_1	1	3.75
[cells by family (layout without fill, tap and decap cells)]
kind of cell	after synthesis	count (layout)	share of synthesized area, %
buffers and inverters	27	16	49.8
and+or+nand+nor	6	6	12.3
DFF	5	5	36.9
other	1	27	0.922
[how the worst max path moves through the flow]
stage,from,end,slack [ns]
final,PC_out[3]$_SDFFCE_PP0P_,PC_out[3],0.11
after global routing,PC_out[0]$_SDFFCE_PP0P_,PC_out[0],0.05
after CTS,PC_out[3]$_SDFFCE_PP0P_,PC_out[3],0.09
[area by class of cell]
class / count / area [µm²] / share of cell area, %
multi-input cells: 33 / 151 / 30.0
well taps: 46 / 57.6 / 11.4
repair buffers: 12 / 120 / 23.8
clock buffers: 4 / 26.3 / 5.20
flip-flops and latches: 5 / 150 / 29.7
Power is estimated from default activity; no workload was simulated.
